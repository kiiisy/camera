--- design/flow/run.sh ---
#!/bin/bash
# OpenROAD 26Q1-2900-gdf79404cd8, Yosys 0.63+post, stock flow scripts
make -C /OpenROAD-flow-scripts/flow DESIGN_CONFIG=/design/flow/config.mk WORK_HOME=/design/flow/orfs finish
--- design/flow/config.mk ---
export PLATFORM = sky130hd
export DESIGN_NAME = uart_top
export DESIGN_NICKNAME = uart_top
export VERILOG_FILES = /design/flow/design.v
export SDC_FILE = /design/flow/constraint.sdc
export NUM_CORES = 4
export LEC_CHECK = 1
export CORE_UTILIZATION = 50
--- design/flow/constraint.sdc ---
current_design uart_top

set clk_period 4.3
set clk_io_pct 0.2

create_clock -name clk0 -period $clk_period [get_ports {clk}]

set non_clock_inputs [all_inputs -no_clocks]
set_input_delay [expr $clk_period * $clk_io_pct] -clock clk0 $non_clock_inputs
set_output_delay [expr $clk_period * $clk_io_pct] -clock clk0 [all_outputs]
--- design/flow/design.v ---
parameter Memory_Clock = 168;
parameter PSRAM_WIDTH = 8;
parameter DQ_WIDTH = 16;
parameter ADDR_WIDTH = 21;
parameter Burst_Length  = "128_Bytes";
parameter burst_num = 32;
parameter Fixed_Latency_Enable = "Fixed";
parameter Initial_Latency = 6;
parameter Drive_Strength = 50;
parameter Deep_Power_Down = "OFF";
parameter Hybrid_Sleep_Mode = "OFF";
parameter Refresh_Rate = "normal";
parameter PASR = "full";
parameter shift_delay = 232;
module uart_rx(
input  wire         clk,
input  wire         rst_n,
output wire         ready,
input  wire         rxd,
output wire [ 7: 0] data
);
parameter  SPEED_MAX = 216;  
localparam DATA_N    = 8;    
typedef enum logic [ 7: 0] {
    IDLE           = 8'd0,
    START_BIT      = 8'd1,
    DATA_BIT       = 8'd2,
    STOP_BIT       = 8'd3
} state_t;
state_t       sts;
reg  [ 9: 0]  speed_cnt;
reg  [ 7: 0]  bit_cnt;
wire          start_bit_on;
wire          stop_bit_on;
reg  [ 3: 0]  data_cnt;
reg  [ 7: 0]  data_ff;
always @(negedge rst_n or posedge clk) begin
    if(!rst_n) begin
        sts <= IDLE;
    end else begin
        case(sts)
        IDLE: begin
            sts <= START_BIT;
        end
        START_BIT: begin
            if(start_bit_on) begin
                sts <= DATA_BIT;
            end
        end
        DATA_BIT: begin
            if(data_cnt == DATA_N) begin
                sts <= STOP_BIT;
            end
        end
        STOP_BIT: begin
            if(stop_bit_on) begin
                sts <= IDLE;
            end
        end 
        default: begin
            sts <= IDLE;
        end
        endcase
    end
end
always @(negedge rst_n or posedge clk) begin
    if(!rst_n) begin
        speed_cnt <= SPEED_MAX;
    end else begin
        if(start_bit_on) begin
            speed_cnt <= 10'd324;
        end else if(speed_cnt == 10'd0) begin
            speed_cnt <= SPEED_MAX;
        end else begin
            speed_cnt <= speed_cnt - 10'd1;
        end
    end
end
always @(negedge rst_n or posedge clk) begin
    if(!rst_n) begin
        bit_cnt <= 8'b11111111;
    end else begin
        if(sts == START_BIT || sts == STOP_BIT) begin
            bit_cnt <= {bit_cnt[6:0], rxd};
        end
    end
end
assign start_bit_on = (sts == START_BIT && bit_cnt == 8'b00000000) ? 1'b1 : 1'b0;
assign stop_bit_on  = (sts == STOP_BIT && bit_cnt == 8'b11111111) ? 1'b1 : 1'b0;
always @(negedge rst_n or posedge clk) begin
    if(!rst_n) begin
        data_cnt <= 4'd0;
    end else begin
        if(sts != DATA_BIT) begin
            data_cnt <= 4'd0;
        end else if(sts == DATA_BIT && speed_cnt == 10'd0) begin
            data_cnt <= data_cnt + 4'd1;
        end else begin
            data_cnt <= data_cnt;
        end
    end
end
always @(negedge rst_n or posedge clk) begin
    if(!rst_n) begin
        data_ff <= 8'd0;
    end else begin
        if(sts == DATA_BIT && speed_cnt == 10'd0) begin
            data_ff <= {data_ff[6:0], rxd};
        end
    end
end
assign data  = data_ff;
assign ready = (stop_bit_on) ? 1'd1 : 1'd0;
endmodule
module uart_top(
input  wire         clk,
input  wire         rst_n,
input  wire         rxd,
output wire         txd,
output wire [15: 0] data,
output wire         uart_is_ready
);
wire           wr_en;
reg            rx_ready;
reg   [ 1: 0]  ready_cnt;
reg   [ 7: 0]  data_from_rx;
reg   [15: 0]  data_2byte;
wire  [ 7: 0]  data_to_tx;
assign data           = data_2byte;
assign uart_is_ready  = (ready_cnt == 2'd2) ? 1'd1 : 1'd0;
assign wr_en          = rx_ready;
assign data_to_tx     = data_from_rx;
uart_rx U_uart_rx(
    .clk      ( clk          ),
    .rst_n    ( rst_n        ),
    .ready    ( rx_ready     ),
    .rxd      ( rxd          ),
    .data     ( data_from_rx )
);
always @(negedge rst_n or posedge clk) begin
    if(!rst_n) begin
        ready_cnt  <= 2'd0;
    end else begin
        if(ready_cnt == 2'd2) begin
            ready_cnt <= 2'd0;
        end else if(rx_ready) begin
            ready_cnt <= ready_cnt + 2'd1;
        end
    end
end
always @(*) begin
    if(rx_ready) begin
        data_2byte <= {data_2byte[7:0],data_from_rx};
    end
end
uart_tx U_uart_tx(
    .clk      ( clk          ),
    .rst_n    ( rst_n        ),
    .wr_en    ( wr_en        ),
    .data     ( data_to_tx   ),
    .txd      ( txd          )
);
endmodule
module uart_tx(
input  wire         clk,
input  wire         rst_n,
input  wire         wr_en,
input  wire [ 7: 0] data,
output wire         txd
);
parameter  SPEED_MAX = 216;  
localparam DATA_N    = 8;    
typedef enum logic [ 7: 0] {
    IDLE           = 8'd0,
    START_BIT      = 8'd1,
    DATA_BIT       = 8'd2,
    STOP_BIT       = 8'd3
} state_t;
state_t       sts;
reg  [ 9: 0]  speed_cnt;
reg  [ 3: 0]  data_cnt;
reg           data_ff;
reg  [ 7: 0]  data_r;
always @(negedge rst_n or posedge clk) begin
    if(!rst_n) begin
        sts <= IDLE;
    end else begin
        case(sts)
        IDLE: begin
            if(wr_en) begin
                sts <= START_BIT;
            end
        end
        START_BIT: begin
            if(speed_cnt == 10'd0) begin
                sts <= DATA_BIT;
            end
        end
        DATA_BIT: begin
            if(data_cnt == 4'd0) begin
                sts <= STOP_BIT;
            end
        end
        STOP_BIT: begin
            if(speed_cnt == 10'd0) begin
                sts <= IDLE;
            end
        end 
        default: begin
            sts <= IDLE;
        end
        endcase
    end
end
always @(negedge rst_n or posedge clk) begin
    if(!rst_n) begin
        speed_cnt <= 10'd0;
    end else begin
        if(wr_en) begin
            speed_cnt <= SPEED_MAX;
        end else if(speed_cnt == 10'd0) begin
            speed_cnt <= SPEED_MAX;
        end else begin
            speed_cnt <= speed_cnt - 10'd1;
        end 
    end
end
always @(negedge rst_n or posedge clk) begin
    if(!rst_n) begin
        data_cnt <= DATA_N;
    end else begin
        if(data_cnt == 4'd0) begin
            data_cnt <= DATA_N;
        end else if(sts == DATA_BIT && speed_cnt == 10'd0) begin
            data_cnt <= data_cnt - 4'd1;
        end
    end
end
always @(negedge rst_n or posedge clk) begin
    if(!rst_n) begin
        data_ff <= 1'd1;
    end else begin
        if(sts == START_BIT) begin
            if(speed_cnt != 10'd0) begin
                data_ff <= 1'd0;
            end
        end else if(sts == DATA_BIT) begin
            if(speed_cnt != 10'd0 && data_cnt != 4'd0) begin
                data_ff <= data_r[data_cnt-1];
            end
        end else begin
            data_ff <= 1'd1;
        end
    end
end
always @(negedge rst_n or posedge clk) begin
    if(!rst_n) begin
        data_r <= 8'd1;
    end else begin
        if(wr_en) begin
            data_r <= data;
        end
    end
end
assign txd   = data_ff;
endmodule
==> flow_metrics.env <==
# flow metrics
export IMPL_hold_violations=0
export IMPL_register_pins_left_without_a_clock=16
export IMPL_yosys_top_cells_count="sky130_fd_sc_hd__dfrtp_1, sky130_fd_sc_hd__nor2_1, sky130_fd_sc_hd__mux2_2"
export IMPL_power_frac_clock_pct=48.5
export IMPL_tightest_hold_check_type="reg2reg"
export IMPL_netSwitchingPower_w=0.000230
export IMPL_ys_seq_elements=79
export IMPL_area_leaders="sky130_fd_sc_hd__dfrtp_1, sky130_fd_sc_hd__dfstp_2, sky130_fd_sc_hd__mux2_2"
export IMPL_first_global_vias=1858
export IMPL_drt_first_iter_violations=103
export IMPL_seq_power_share_pct=50.3
export IMPL_clk_pin_slew_ns=0.07
export IMPL_number_of_cells_in_the_yosys_synthesis_report=270
export IMPL_switching_share_pct=19.4
export IMPL_postSynthAreaPerCell_um2=11.7
export IMPL_worst_setup_path_start_kind="flip-flop"
export IMPL_final_min_period_over_clock_period_pct=57.2
export IMPL_period_minus_slack_ns=2.46
export IMPL_whs_path_depth=1
export IMPL_area_growth_synth_to_final_pct=15.7
export IMPL_boundaryPins=21
export IMPL_drt_pass1_iter_count=4
export IMPL_postRouteWirelength_um=5180
export IMPL_final_layout_size_suffix_gt1_share_pct=23.3
export IMPL_p_comb_share_pct=1.3
export IMPL_reg2reg_to="U_uart_rx.data_cnt[3]$_DFFE_PN0P_"
export IMPL_area_sequential_mm2=0.00184
export IMPL_dominant_flop_cell="sky130_fd_sc_hd__dfrtp_1"
export IMPL_path_class="reg2reg"
export IMPL_unconstrained_endpoints=32
export IMPL_synth_largest_type_area_fraction_pct=36.4
export IMPL_routed_wire_length_per_instance_um=13.8
export IMPL_setup_viol=0
export IMPL_worst_r2r_cell_count=6
export IMPL_number_of_logged_tool_warnings=26
export IMPL_cts_path_max_buffers=2
export IMPL_clock_skew_final_ns=0.00543
export IMPL_finish_utilization_pct=60.8
export IMPL_grt_setup_unrepaired="false"
export IMPL_die_area_mm2=0.00665
export IMPL_clock_insertion_delay_worst_skew_ns=0.33
export IMPL_tritoncts_num_buffers=9
export IMPL_yosysMostFrequentCell="sky130_fd_sc_hd__dfrtp_1"
export IMPL_netlist_instances=270
export IMPL_cts_resized=0
export IMPL_post_cts_hold_buffer_count=0
export IMPL_power_report_internal_total_w=0.000956
export IMPL_overall_die_width_um=81.6
export IMPL_power_per_cell_area_mw_per_mm2=324
export IMPL_enable_flop_cells=0
export IMPL_cts_htree_levels=3
export IMPL_global_route_wire_length_before_repair_um=8810
export IMPL_setup_tns_final_ns=0
export IMPL_design_power_total_w=0.00119
export IMPL_outcome="finished, final reports clean"
export IMPL_synth_async_sr_flop_share_pct=79.7
export IMPL_layout_area_comb_mm2=0.00124
export IMPL_yosysUniqueCellTypes=51
export IMPL_p_leak_nw=1.64
export IMPL_dp_hpwl_um=3410
export IMPL_number_of_i_o_port_buffers=20
export IMPL_initial_antenna_violation_count=0
export IMPL_top_area_cell="sky130_fd_sc_hd__dfrtp_1"
export IMPL_max_cap_viols=0
export IMPL_finalWeightedCongestion=0.815
export IMPL_clock_tree_from_tritoncts="yes"
export IMPL_antenna_left=0
export IMPL_ctsRootBufferMaster="sky130_fd_sc_hd__clkbuf_8"
export IMPL_fillCellCount=481
export IMPL_worst_ep_required_time_ns=4.55
export IMPL_yosys_area_mm2=0.00317
export IMPL_detail_route_antenna_diodes=0
export IMPL_maximum_number_of_pins_on_one_net_before_global_route_repair=42
export IMPL_synthesis_area_mm2=0.00317
export IMPL_placeable_area_mm2=0.00603
export IMPL_gr_usage_all_layers_pct=18.0
export IMPL_worst_path_max_fanout=14
export IMPL_grt_remaining_overflow=0
export IMPL_ys_warn_count=3
export IMPL_worst_r2r_startpoint="U_uart_rx.speed_cnt[0]$_DFF_PN0_"
export IMPL_worst_margin_slew_ns=0.666
export IMPL_drc=0
export IMPL_floorplan_core_util_pct=52.5
export IMPL_via_count=1988
export IMPL_die_height_um=81.6
export IMPL_timing_final_max_slew_violations=0
export IMPL_max_clock_freq_mhz=407
export IMPL_arrival_ns=2.71
export IMPL_detail_route_vias_per_cell=5.29
export IMPL_min_delay_worst_endpoint="U_uart_rx.speed_cnt[0]$_DFF_PN0_"
export IMPL_setup_reg_to_reg_worst_slack_ns=1.84
export IMPL_slew_headroom_pct=55.5
export IMPL_endpoint_kind_of_the_worst_setup_timing_path="flip-flop"
export IMPL_holdWs_ns=0.480
export IMPL_hold_path_startpoint="U_uart_rx.speed_cnt[0]$_DFF_PN0_"
export IMPL_max_vdd_ir_drop_v=0.000213
export IMPL_fp_row_count=28
export IMPL_post_cts_setup_buffer_count=0
-- flip-flops by register name, summed over array words and instances, names as in the netlist, 2 cells and up --
signal	cells
U_uart_rx.bit_cnt	8
U_uart_rx.data_cnt	4
U_uart_rx.data_ff	8
U_uart_rx.speed_cnt	10
U_uart_rx.sts	4
U_uart_tx.data_cnt	4
U_uart_tx.data_r	8
U_uart_tx.speed_cnt	10
U_uart_tx.sts	4
data_2byte	16
ready_cnt	2
-- metrics by stage --
stage	worst slack [ns]	instance area, um^2	std cells
floorplan	2.29	3170	270
CTS	1.82	3660	376
global route	1.55	3660	376
global placement	1.91	3440	360
detailed placement	1.80	3440	360
finish	1.84	3660	376
-- kinds of logic after synthesis --
group                    after synthesis  synth area share (%)
AND-OR/OR-AND                         28                  5.61
XOR/XNOR                              11                  3.04
adder cells (fa/ha/maj)                5                  1.98
buffers and inverters                 21                  2.81
flip-flops                            63                  50.5
latches                               16                  7.59
multiplexers                          34                  12.3
AND/OR/NAND/NOR                       92                  16.2
-- critical path: stages (launching register included) --
cell and delay (ns):
sky130_fd_sc_hd__dfrtp_1 0.40, sky130_fd_sc_hd__inv_1 0.06, sky130_fd_sc_hd__ha_1 0.17, sky130_fd_sc_hd__nor3b_2 0.41, sky130_fd_sc_hd__nand4_1 0.64, sky130_fd_sc_hd__or3_1 0.56, sky130_fd_sc_hd__a21oi_1 0.15
-- worst max path at each step --
stage | from | to | slack [ns]
6_report | U_uart_rx.speed_cnt[0]$_DFF_PN0_ | U_uart_rx.data_cnt[3]$_DFFE_PN0P_ | 1.84
5_1_grt | U_uart_rx.speed_cnt[0]$_DFF_PN0_ | U_uart_rx.data_cnt[3]$_DFFE_PN0P_ | 1.55
4_1_cts | U_uart_rx.speed_cnt[0]$_DFF_PN0_ | U_uart_rx.data_cnt[3]$_DFFE_PN0P_ | 1.82
-- metal layers --
layer	part of all wire [%]	vias to the layer above	wire, um	GRT usage (%)
met5	0	-	0	0
met4	1.4	0	75	3.16
met3	2.3	6	120	3.04
met2	44	24	2280	26.9
met1	52	963	2700	29.6
li1	-	995	-	-
-- area by class of cell --
cell class	count	area share, %
Multi-Input combinational cell	170	34.0
Tap cell	75	2.56
Timing Repair Buffer	22	5.74
Sequential cell	79	50.2
Clock inverter	3	1.78
Inverter	14	1.43
Clock buffer	13	4.34
-- cells in the final DEF (no fill, tap or decap), types with 2 or more instances in the layout --
| master | synthesis | final |
|---|---|---|
| sky130_fd_sc_hd__a21o_1 | 2 | 2 |
| sky130_fd_sc_hd__a21oi_1 | 5 | 5 |
| sky130_fd_sc_hd__and3_1 | 2 | 2 |
| sky130_fd_sc_hd__buf_4 | 0 | 2 |
| sky130_fd_sc_hd__bufinv_16 | 0 | 2 |
| sky130_fd_sc_hd__clkbuf_1 | 4 | 2 |
| sky130_fd_sc_hd__clkbuf_8 | 0 | 11 |
| sky130_fd_sc_hd__clkdlybuf4s50_1 | 0 | 19 |
| sky130_fd_sc_hd__dfrtp_1 | 46 | 46 |
| sky130_fd_sc_hd__dfstp_2 | 17 | 17 |
| sky130_fd_sc_hd__dlxtp_1 | 16 | 16 |
| sky130_fd_sc_hd__ha_1 | 5 | 5 |
| sky130_fd_sc_hd__inv_1 | 14 | 14 |
| sky130_fd_sc_hd__mux2_2 | 25 | 25 |
| sky130_fd_sc_hd__mux2i_1 | 7 | 7 |
| sky130_fd_sc_hd__nand2_1 | 14 | 14 |
| sky130_fd_sc_hd__nand3_1 | 5 | 5 |
| sky130_fd_sc_hd__nand4_1 | 3 | 3 |
| sky130_fd_sc_hd__nor2_1 | 29 | 29 |
| sky130_fd_sc_hd__nor2b_1 | 6 | 6 |
| sky130_fd_sc_hd__nor3_1 | 4 | 4 |
| sky130_fd_sc_hd__nor3_4 | 1 | 2 |
| sky130_fd_sc_hd__nor4_1 | 7 | 7 |
| sky130_fd_sc_hd__o21ai_0 | 9 | 9 |
| sky130_fd_sc_hd__o31ai_1 | 2 | 2 |
| sky130_fd_sc_hd__or3_1 | 5 | 5 |
| sky130_fd_sc_hd__or3b_2 | 2 | 2 |
| sky130_fd_sc_hd__or4_1 | 3 | 3 |
| sky130_fd_sc_hd__xnor2_1 | 8 | 8 |
| sky130_fd_sc_hd__xor2_1 | 3 | 3 |
-- power groups by stage --
stage	registers, W	clock network [W]	logic [W]
CTS	0.000596	0.000589	0.0000162
global route	0.000596	0.000613	0.0000179
finish	0.000596	0.000575	0.0000150
Power and IR drop assume default switching activity.
