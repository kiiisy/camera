## design/flow/config.mk

```make
export PLATFORM = sky130hd
export DESIGN_NAME = camera_top
export DESIGN_NICKNAME = camera_top
export VERILOG_FILES = /design/flow/design.v
export SDC_FILE = /design/flow/constraint.sdc
export NUM_CORES = 4
export LEC_CHECK = 1
export CORE_AREA = 10 10 83 83
export DIE_AREA = 0 0 93 93
```

## design/flow/constraint.sdc

```tcl
current_design camera_top

set clk_period 2.4
set clk_io_pct 0.2

create_clock -name clk0 -period $clk_period [get_ports {clk}]

set non_clock_inputs [all_inputs -no_clocks]
set_input_delay [expr $clk_period * $clk_io_pct] -clock clk0 $non_clock_inputs
set_output_delay [expr $clk_period * $clk_io_pct] -clock clk0 [all_outputs]
```

## design/flow/design.v

```verilog
parameter Memory_Clock = 168;
parameter PSRAM_WIDTH = 8;
parameter DQ_WIDTH = 16;
parameter ADDR_WIDTH = 21;
parameter Burst_Length  = "128_Bytes";
parameter burst_num = 32;
parameter Fixed_Latency_Enable = "Fixed";
parameter Initial_Latency = 6;
parameter Drive_Strength = 50;
parameter Deep_Power_Down = "OFF";
parameter Hybrid_Sleep_Mode = "OFF";
parameter Refresh_Rate = "normal";
parameter PASR = "full";
parameter shift_delay = 232;
module camera_if(
clk,
rst_n,
href,
data_i,
pclk,
data_o
);
input    wire         clk;  
input    wire         rst_n;
input    wire         href;
input    wire  [ 7:0] data_i;
output   wire         pclk;
output   wire  [15:0] data_o;
reg          div_clk;
reg  [15:0]  data;
always @(negedge rst_n or posedge clk) begin
    if(!rst_n) begin
        div_clk <= 1'b0;
    end else begin
        if(!href) begin
            div_clk <= 1'b0;
        end else begin
            div_clk <= ~div_clk;
        end
    end
end
always @(posedge clk) begin
    if(href) begin
        if(pclk == 1'b0) begin
            data[15:8] <= data_i;
        end else if(pclk == 1'b1) begin
            data[ 7:0] <= data_i;
        end
    end
end
assign pclk   = div_clk;
assign data_o = data;
endmodule
module camera_pg
(
	input              I_pxl_clk   , 
    input              I_rst_n     , 
    input      [7:0]   I_single_r  ,
    input      [7:0]   I_single_g  ,
    input      [7:0]   I_single_b  ,
    input      [11:0]  I_h_total   , 
    input      [11:0]  I_h_sync    , 
    input      [11:0]  I_h_bporch  , 
    input      [11:0]  I_h_res     , 
    input      [11:0]  I_v_total   , 
    input      [11:0]  I_v_sync    , 
    input      [11:0]  I_v_bporch  , 
    input      [11:0]  I_v_res     , 
    input              I_hs_pol    , 
    input              I_vs_pol    , 
    output             O_de        ,   
    output reg         O_hs        ,
    output reg         O_vs        ,
    output     [7:0]   O_data_r    ,    
    output     [7:0]   O_data_g    ,
    output     [7:0]   O_data_b    
); 
localparam N = 5;  
localparam	WHITE	= {8'd255 , 8'd255 , 8'd255 }; 
localparam	YELLOW	= {8'd0   , 8'd255 , 8'd255 };
localparam	CYAN	= {8'd255 , 8'd255 , 8'd0   };
localparam	GREEN	= {8'd0   , 8'd255 , 8'd0   };
localparam	MAGENTA	= {8'd255 , 8'd0   , 8'd255 };
localparam	RED		= {8'd0   , 8'd0   , 8'd255 };
localparam	BLUE	= {8'd255 , 8'd0   , 8'd0   };
localparam	BLACK	= {8'd0   , 8'd0   , 8'd0   };
reg  [11:0]   V_cnt     ;
reg  [11:0]   H_cnt     ;
wire          Pout_de_w    ;                          
wire          Pout_hs_w    ;
wire          Pout_vs_w    ;
reg  [N-1:0]  Pout_de_dn   ;                          
reg  [N-1:0]  Pout_hs_dn   ;
reg  [N-1:0]  Pout_vs_dn   ;
wire 		  De_pos;
wire 		  De_neg;
wire 		  Vs_pos;
reg  [11:0]   De_vcnt     ;
reg  [11:0]   De_hcnt     ;
reg  [11:0]   De_hcnt_d1  ;
reg  [11:0]   De_hcnt_d2  ;
reg  [11:0]   Color_trig_num; 
reg           Color_trig    ;
reg  [3:0]    Color_cnt     ;
reg  [23:0]   Color_bar     ;
reg           Net_h_trig;
reg           Net_v_trig;
wire [1:0]    Net_pos   ;
reg  [23:0]   Net_grid  ;
reg  [23:0]   Gray;
reg  [23:0]   Gray_d1;
wire [23:0]   Single_color;
wire [23:0]   Data_sel;
reg  [23:0]   Data_tmp ;
always@(posedge I_pxl_clk or negedge I_rst_n)
begin
	if(!I_rst_n)
		V_cnt <= 12'd0;
	else     
		begin
			if((V_cnt >= (I_v_total-1'b1)) && (H_cnt >= (I_h_total-1'b1)))
				V_cnt <= 12'd0;
			else if(H_cnt >= (I_h_total-1'b1))
				V_cnt <=  V_cnt + 1'b1;
			else
				V_cnt <= V_cnt;
		end
end
always @(posedge I_pxl_clk or negedge I_rst_n)
begin
	if(!I_rst_n)
		H_cnt <=  12'd0; 
	else if(H_cnt >= (I_h_total-1'b1))
		H_cnt <=  12'd0 ; 
	else 
		H_cnt <=  H_cnt + 1'b1 ;           
end
assign  Pout_de_w = ((H_cnt>=(I_h_sync+I_h_bporch))&(H_cnt<=(I_h_sync+I_h_bporch+I_h_res-1'b1)))&
                    ((V_cnt>=(I_v_sync+I_v_bporch))&(V_cnt<=(I_v_sync+I_v_bporch+I_v_res-1'b1))) ;
assign  Pout_hs_w =  ~((H_cnt>=12'd0) & (H_cnt<=(I_h_sync-1'b1))) ;
assign  Pout_vs_w =  ~((V_cnt>=12'd0) & (V_cnt<=(I_v_sync-1'b1))) ;  
always@(posedge I_pxl_clk or negedge I_rst_n)
begin
	if(!I_rst_n)
		begin
			Pout_de_dn  <= {N{1'b0}};                          
			Pout_hs_dn  <= {N{1'b1}};
			Pout_vs_dn  <= {N{1'b1}}; 
		end
	else 
		begin
			Pout_de_dn  <= {Pout_de_dn[N-2:0],Pout_de_w};                          
			Pout_hs_dn  <= {Pout_hs_dn[N-2:0],Pout_hs_w};
			Pout_vs_dn  <= {Pout_vs_dn[N-2:0],Pout_vs_w}; 
		end
end
assign O_de = Pout_de_dn[4];
always@(posedge I_pxl_clk or negedge I_rst_n)
begin
	if(!I_rst_n)
		begin                        
			O_hs  <= 1'b1;
			O_vs  <= 1'b1; 
		end
	else 
		begin                         
			O_hs  <= I_hs_pol ? ~Pout_hs_dn[3] : Pout_hs_dn[3] ;
			O_vs  <= I_vs_pol ? ~Pout_vs_dn[3] : Pout_vs_dn[3] ;
		end
end
assign De_pos	= !Pout_de_dn[1] & Pout_de_dn[0];  
assign De_neg	= Pout_de_dn[1] && !Pout_de_dn[0]; 
assign Vs_pos	= !Pout_vs_dn[1] && Pout_vs_dn[0]; 
always @(posedge I_pxl_clk or negedge I_rst_n)
begin
	if(!I_rst_n)
		De_hcnt <= 12'd0;
	else if (De_pos == 1'b1)
		De_hcnt <= 12'd0;
	else if (Pout_de_dn[1] == 1'b1)
		De_hcnt <= De_hcnt + 1'b1;
	else
		De_hcnt <= De_hcnt;
end
always @(posedge I_pxl_clk or negedge I_rst_n)
begin
	if(!I_rst_n) 
		De_vcnt <= 12'd0;
	else if (Vs_pos == 1'b1)
		De_vcnt <= 12'd0;
	else if (De_neg == 1'b1)
		De_vcnt <= De_vcnt + 1'b1;
	else
		De_vcnt <= De_vcnt;
end
always @(posedge I_pxl_clk or negedge I_rst_n)
begin
	if(!I_rst_n)
		Color_trig_num <= 12'd0;
	else if (Pout_de_dn[1] == 1'b0)
		Color_trig_num <= I_h_res[11:3];
	else if ((Color_trig == 1'b1) && (Pout_de_dn[1] == 1'b1))
		Color_trig_num <= Color_trig_num + I_h_res[11:3];
	else
		Color_trig_num <= Color_trig_num;
end
always @(posedge I_pxl_clk or negedge I_rst_n)
begin
	if(!I_rst_n)
		Color_trig <= 1'b0;
	else if (De_hcnt == (Color_trig_num-1'b1)) 
		Color_trig <= 1'b1;
	else
		Color_trig <= 1'b0;
end
always @(posedge I_pxl_clk or negedge I_rst_n)
begin
	if(!I_rst_n)
		Color_cnt <= 3'd0;
	else if (Pout_de_dn[1] == 1'b0)
		Color_cnt <= 3'd0;
	else if ((Color_trig == 1'b1) && (Pout_de_dn[1] == 1'b1))
		Color_cnt <= Color_cnt + 1'b1;
	else
		Color_cnt <= Color_cnt;
end
always @(posedge I_pxl_clk or negedge I_rst_n)
begin
	if(!I_rst_n)
		Color_bar <= 24'd0;
	else if(Pout_de_dn[2] == 1'b1)
		case(Color_cnt)
			3'd0	:	Color_bar	<=	WHITE  ;
			3'd1	:	Color_bar	<=	YELLOW ;
			3'd2	:	Color_bar	<=	CYAN   ;
			3'd3	:	Color_bar	<=	GREEN  ;
			3'd4	:	Color_bar	<=	MAGENTA;
			3'd5	:	Color_bar	<=	RED    ;
			3'd6	:	Color_bar	<=	BLUE   ;
			3'd7	:	Color_bar	<=	BLACK  ;
			default	:	Color_bar	<=	BLACK  ;
		endcase
	else
		Color_bar	<=	BLACK  ;
end
always @(posedge I_pxl_clk or negedge I_rst_n)
begin
	if(!I_rst_n)
		Net_h_trig <= 1'b0;
	else if (((De_hcnt[4:0] == 5'd0) || (De_hcnt == (I_h_res-1'b1))) && (Pout_de_dn[1] == 1'b1))
		Net_h_trig <= 1'b1;
	else
		Net_h_trig <= 1'b0;
end
always @(posedge I_pxl_clk or negedge I_rst_n)
begin
	if(!I_rst_n)
		Net_v_trig <= 1'b0;
	else if (((De_vcnt[4:0] == 5'd0) || (De_vcnt == (I_v_res-1'b1))) && (Pout_de_dn[1] == 1'b1))
		Net_v_trig <= 1'b1;
	else
		Net_v_trig <= 1'b0;
end
assign Net_pos = {Net_v_trig,Net_h_trig};
always @(posedge I_pxl_clk or negedge I_rst_n)
begin
	if(!I_rst_n)
		Net_grid <= 24'd0;
	else if(Pout_de_dn[2] == 1'b1)
		case(Net_pos)
			2'b00	:	Net_grid	<=	BLACK  ;
			2'b01	:	Net_grid	<=	RED    ;
			2'b10	:	Net_grid	<=	RED    ;
			2'b11	:	Net_grid	<=	RED    ;
			default	:	Net_grid	<=	BLACK  ;
		endcase
	else
		Net_grid	<=	BLACK  ;
end
always @(posedge I_pxl_clk or negedge I_rst_n)
begin
	if(!I_rst_n)
		Gray <= 24'd0;
	else
		Gray <= {De_hcnt[7:0],De_hcnt[7:0],De_hcnt[7:0]};
end
always @(posedge I_pxl_clk or negedge I_rst_n)
begin
	if(!I_rst_n)
		Gray_d1 <= 24'd0;
	else
		Gray_d1 <= Gray;
end
assign Single_color = {I_single_b,I_single_g,I_single_r};
assign Data_sel =  Color_bar;
always @(posedge I_pxl_clk or negedge I_rst_n)
begin
	if(!I_rst_n) 
		Data_tmp <= 24'd0;
	else
		Data_tmp <= Data_sel;
end
assign O_data_r = Data_tmp[ 7: 0];
assign O_data_g = Data_tmp[15: 8];
assign O_data_b = Data_tmp[23:16];
endmodule
module camera_top(
clk,
xclk,
rst_n,
vsync,
href,
data_i,
vfb_clk,
vfb_vs_n,
vfb_de,
vfb_data
);
parameter DUMMY_MODE = 1'd0;
input    wire         clk;
input    wire         xclk;
input    wire         rst_n;
input    wire         vsync;
input    wire         href;
input    wire  [ 7:0] data_i;
output   wire         vfb_clk;
output   wire         vfb_vs_n;
output   wire         vfb_de;
output   wire  [15:0] vfb_data;
wire                  pclk;
wire  [15:0]          data_o;
wire                  pg_vs;
wire                  pg_hs;
wire                  pg_de;
wire   [ 7:0]         pg_data_r;
wire   [ 7:0]         pg_data_g;
wire   [ 7:0]         pg_data_b;
camera_if U_camera_if(
    .clk             ( clk               ),  
    .rst_n           ( rst_n             ),  
    .href            ( href              ),  
    .data_i          ( data_i            ),  
    .pclk            ( pclk              ),  
    .data_o          ( data_o            )   
);
camera_pg U_camera_pg(
    .I_pxl_clk       (xclk               ),  
    .I_rst_n         (rst_n              ),  
    .I_single_r      (8'd0               ),  
    .I_single_g      (8'd255             ),  
    .I_single_b      (8'd0               ),  
    .I_h_total       (12'd800            ),  
    .I_h_sync        (12'd96             ),  
    .I_h_bporch      (12'd48             ),  
    .I_h_res         (12'd640            ),  
    .I_v_total       (12'd525            ),  
    .I_v_sync        (12'd2              ),  
    .I_v_bporch      (12'd33             ),  
    .I_v_res         (12'd480            ),  
    .I_hs_pol        (1'b1               ),  
    .I_vs_pol        (1'b1               ),  
    .O_de            (pg_de              ),  
    .O_hs            (pg_hs              ),  
    .O_vs            (pg_vs              ),  
    .O_data_r        (pg_data_r          ),  
    .O_data_g        (pg_data_g          ),  
    .O_data_b        (pg_data_b          )   
);
assign vfb_clk  = DUMMY_MODE ? xclk : pclk;
assign vfb_vs_n = DUMMY_MODE ? ~pg_vs : ~vsync;
assign vfb_de   = DUMMY_MODE ? pg_de : href;
assign vfb_data = DUMMY_MODE ? {pg_data_r[7:3],pg_data_g[7:2],pg_data_b[7:3]} : data_o;
endmodule
```

## design/flow/run.sh

```bash
#!/bin/bash
# OpenROAD 26Q1-2900-gdf79404cd8, Yosys 0.63+post, stock flow scripts
make -C /OpenROAD-flow-scripts/flow DESIGN_CONFIG=/design/flow/config.mk WORK_HOME=/design/flow/orfs finish
```

==> flow_summary.ini <==
; implementation run metrics
[worst_setup_path]
crit_top_cell = clkdlybuf4s50_1
critPathKind = in2out
crit_buf_inv = 2
rrSetupSlack_ns = 1.37
crit_chain = clkdlybuf4s50_1, clkdlybuf4s50_1
start_kind = input pin
critPathTopFamily = buffers and inverters
crit_required_ns = 1.92
max_stage_delay_ns = 0.49
cp.depth = 2
cp_data_arrival_time_ns = 1.45
slowest_stage = clkdlybuf4s50_1
reg2reg_depth = 1
cp_max_fo = 3
cp-end-kind = output pin

[sta]
finClkSkew_ns = 0.001971
worst_pin_slew_ns = 0.2100
hold_viol = 0
period_used_pct = 80.43
rsz0062_at_grt = false
hold_ws_ns = 0.3761
maxSlewHeadroom_pct = 86.00
setup_viol = 0
period_needed_ns = 1.930
fmax_mhz = 518.0
layout_setup_ws_ns = 0.4696
report.final.slew_viol_count = 0
fin_tns_setup_ns = 0

[pwr]
ir_drop_v = 0.0003016
leakagePower_nw = 0.3160
pwr_density_cell_mw_per_mm2 = 622.8

[global_route]
grt_overflow = 0
track_usage_pct = 2.787
grt_max_degree = 10
grt_pass1_vias = 371
grt_pass1_wl_mm = 1.883
antenna_found_initial = 0

[run]
warning_count = 26
maxCapViolations = 0

[clocking]
cts_resized = 0
root_buffer = clkbuf_8
numCtsBuffers = 3
cts_buffer_depth = 2
cts_tree = done
cts.sinks = 17
cts_hold_buffers = 0
clk_pin_slew_ns = 0.06
cts_setup_buffers = 0
clock.latency.late_pin_ns = 0.24
htreeDepth = 1

[logic_synthesis]
ys_seq_share_pct = 94.84
synthCells = 21
synth_area_sq_um = 533.0
ys_chip_area_sq_um = 533.0
ys_seq_elements = 17
avgSynthCellArea_sq_um = 25.38
ys_types = 6
yosysWarnings = 2
ys_cells = 21

[die]
die_height_um = 93
num_rows = 26
initCoreUtil_pct = 10.37
die_width_um = 93
die_area_sq_mm = 0.008649
coreArea_sq_mm = 0.005140
ioPinCount = 32

[routing]
drt-total-wl_mm = 1.219
detail-route-antenna-nets = 0
antenna_cells = 0
dr.pass1.iters = 2
post_drt_wl_per_cell_um = 9.831
viasPerCell = 2.444
drt_iter0_markers = 1
vias = 303
drc = 0

[finish]
area_delta_synth_final_pct = 79.81
drive_gt1_share_pct = 9.259
final_area_sq_um = 958.4
n_fill_cell = 590
final_common_cell = clkdlybuf4s50_1
seqCellArea_sq_um = 505.5
most-common-layout-cells = clkdlybuf4s50_1 (30), edfxtp_1 (16), clkbuf_8 (3)
fin_cells = 124
comb_area_sq_um = 16.27

[hold_path]
hp-class = in2async

[placement]
dp_hpwl_mm = 1.058
placed_area_sq_um = 913.4
dp.cells = 120
post-place-ws_ns = 0.4673
port_buffers = 30
place_congestion = 0.6946

[status]
status = completed
==> final cells by class <==
cell class | count | area share, %
clock buffer | 4 | 4.700
timing repair buffer | 30 | 31.33
sequential | 17 | 52.74
inverter | 1 | 0.3916
tap | 70 | 9.138
multi-input combinational | 2 | 1.697
==> report_power, final <==
part           leakage, nW  switching, mW  total, mW  internal (mW)
logic                0.131         0.0135     0.0539         0.0403
registers            0.163        0.00371      0.345          0.341
clock network       0.0228         0.0808      0.198          0.117
total                0.316         0.0980      0.597          0.499
==> layer usage <==
layer	up-vias	track usage, %	part of all wire [%]
met5	-	0	0
met4	0	0.5141	0.66
li1	143	-	-
met1	137	2.611	33
met2	21	4.673	50
met3	2	2.262	16
==> through the flow <==
stage / util, % / power, mW
global placement: 17.77 / 0.4063
detailed placement: 17.77 / 0.4070
global route: 18.65 / 0.6277
floorplan: - / 0.3548
finish: 18.65 / 0.5969
CTS: 18.65 / 0.6059
==> state kept, by name, indices dropped and copies added, names as in the netlist <==
name,flops
U_camera_if.data,16
U_camera_if.div_clk,1
==> cells in the mapped netlist <==
library cell | number | area (sq um)
dfrtp_1 | 1 | 25.02
and2_2 | 1 | 7.510
and2b_2 | 1 | 8.760
edfxtp_1 | 16 | 480.5
buf_4 | 1 | 7.510
inv_1 | 1 | 3.750
==> kinds of logic (layout without fill, tap and decap cells) <==
logic type	after synthesis	count (layout)	share of synthesized area, %
DFF	17	17	94.83
and+or+nand+nor	2	2	3.052
buffers and inverters	2	35	2.113
==> worst paths after layout <==
| kind | endpoint | start |
|---|---|---|
| max | vfb_de | href |
| min reg2reg | U_camera_if.div_clk$_DFF_PN0_ | U_camera_if.div_clk$_DFF_PN0_ |
| max in group asynchronous | U_camera_if.div_clk$_DFF_PN0_ | rst_n |
| max reg2reg | U_camera_if.data[11]$_DFFE_PP_ | U_camera_if.div_clk$_DFF_PN0_ |
| min | U_camera_if.div_clk$_DFF_PN0_ | rst_n |
| min in group clk0 | U_camera_if.div_clk$_DFF_PN0_ | U_camera_if.div_clk$_DFF_PN0_ |
Power is estimated from default activity; no workload was simulated.
