`design/flow/config.mk`:
```
export PLATFORM = sky130hd
export DESIGN_NAME = syn_gen
export DESIGN_NICKNAME = syn_gen
export VERILOG_FILES = /design/flow/design.v
export SDC_FILE = /design/flow/constraint.sdc
export NUM_CORES = 4
export LEC_CHECK = 1
export CORE_UTILIZATION = 30
```
`design/flow/run.sh`:
```
#!/bin/bash
# OpenROAD 26Q1-2900-gdf79404cd8, Yosys 0.63+post, stock flow scripts
make -C /OpenROAD-flow-scripts/flow DESIGN_CONFIG=/design/flow/config.mk WORK_HOME=/design/flow/orfs finish
```
`design/flow/design.v`:
```
parameter Memory_Clock = 168;
parameter PSRAM_WIDTH = 8;
parameter DQ_WIDTH = 16;
parameter ADDR_WIDTH = 21;
parameter Burst_Length  = "128_Bytes";
parameter burst_num = 32;
parameter Fixed_Latency_Enable = "Fixed";
parameter Initial_Latency = 6;
parameter Drive_Strength = 50;
parameter Deep_Power_Down = "OFF";
parameter Hybrid_Sleep_Mode = "OFF";
parameter Refresh_Rate = "normal";
parameter PASR = "full";
parameter shift_delay = 232;
module syn_gen
(
    input              I_pxl_clk   , 
    input              I_rst_n     , 
    input      [15:0]  I_h_total   , 
    input      [15:0]  I_h_sync    , 
    input      [15:0]  I_h_bporch  , 
    input      [15:0]  I_h_res     , 
    input      [15:0]  I_v_total   , 
    input      [15:0]  I_v_sync    , 
    input      [15:0]  I_v_bporch  , 
    input      [15:0]  I_v_res     , 
    input      [15:0]  I_rd_hres   ,
    input      [15:0]  I_rd_vres   ,
    input              I_hs_pol    , 
    input              I_vs_pol    , 
    output reg         O_rden      ,
    output reg         O_de        ,   
    output reg         O_hs        ,
    output reg         O_vs         
);
reg  [15:0]   V_cnt     ;
reg  [15:0]   H_cnt     ;
wire          Pout_de_w    ;                          
wire          Pout_hs_w    ;
wire          Pout_vs_w    ;
reg           Pout_de_dn   ;                          
reg           Pout_hs_dn   ;
reg           Pout_vs_dn   ;
wire          Rden_w    ;
reg           Rden_dn   ; 
always@(posedge I_pxl_clk or negedge I_rst_n)
begin
	if(!I_rst_n)
		V_cnt <= 16'd0;
	else     
		begin
			if((V_cnt >= (I_v_total-1'b1)) && (H_cnt >= (I_h_total-1'b1)))
				V_cnt <= 16'd0;
			else if(H_cnt >= (I_h_total-1'b1))
				V_cnt <=  V_cnt + 1'b1;
			else
				V_cnt <= V_cnt;
		end
end
always @(posedge I_pxl_clk or negedge I_rst_n)
begin
	if(!I_rst_n)
		H_cnt <=  16'd0; 
	else if(H_cnt >= (I_h_total-1'b1))
		H_cnt <=  16'd0 ; 
	else 
		H_cnt <=  H_cnt + 1'b1 ;           
end
assign  Pout_de_w = ((H_cnt>=(I_h_sync+I_h_bporch))&(H_cnt<=(I_h_sync+I_h_bporch+I_h_res-1'b1)))&
                    ((V_cnt>=(I_v_sync+I_v_bporch))&(V_cnt<=(I_v_sync+I_v_bporch+I_v_res-1'b1))) ;
assign  Pout_hs_w =  ~((H_cnt>=16'd0) & (H_cnt<=(I_h_sync-1'b1))) ;
assign  Pout_vs_w =  ~((V_cnt>=16'd0) & (V_cnt<=(I_v_sync-1'b1))) ;  
assign  Rden_w    = ((H_cnt>=(I_h_sync+I_h_bporch))&(H_cnt<=(I_h_sync+I_h_bporch+I_rd_hres-1'b1)))&
                    ((V_cnt>=(I_v_sync+I_v_bporch))&(V_cnt<=(I_v_sync+I_v_bporch+I_rd_vres-1'b1))); 
always@(posedge I_pxl_clk or negedge I_rst_n)
begin
	if(!I_rst_n)
		begin
			Pout_de_dn  <= 1'b0;                          
			Pout_hs_dn  <= 1'b1;
			Pout_vs_dn  <= 1'b1; 
			Rden_dn     <= 1'b0; 
		end
	else 
		begin
			Pout_de_dn  <= Pout_de_w;                          
			Pout_hs_dn  <= Pout_hs_w;
			Pout_vs_dn  <= Pout_vs_w;
			Rden_dn     <= Rden_w   ; 
		end
end
always@(posedge I_pxl_clk or negedge I_rst_n)
begin
	if(!I_rst_n)
		begin 
			O_de  <= 1'b0;                       
			O_hs  <= 1'b1;
			O_vs  <= 1'b1;
			O_rden<= 1'b0; 
		end
	else 
		begin   
			O_de  <= Pout_de_dn;                      
			O_hs  <= I_hs_pol ? ~Pout_hs_dn : Pout_hs_dn ;
			O_vs  <= I_vs_pol ? ~Pout_vs_dn : Pout_vs_dn ;
			O_rden<= Rden_dn;
		end
end
endmodule
```
`design/flow/constraint.sdc`:
```
current_design syn_gen

set clk_period 6.1
set clk_io_pct 0.2

create_clock -name clk0 -period $clk_period [get_ports {I_pxl_clk}]

set non_clock_inputs [all_inputs -no_clocks]
set_input_delay [expr $clk_period * $clk_io_pct] -clock clk0 $non_clock_inputs
set_output_delay [expr $clk_period * $clk_io_pct] -clock clk0 [all_outputs]
```
==> notes.md <==
The flow ran to the end, and the final reports show no timing, DRC or antenna violations. Per the layout report, the design carries 3548 filler cells. The final period utilization was 0.966; the post-placement worst setup slack was -0.633 ns. For the final worst clock skew, the log shows 0.0144 ns.

Per the cell usage report, the commonest logic cells after layout are sky130_fd_sc_hd__ha_1 (267), sky130_fd_sc_hd__buf_4 (210), sky130_fd_sc_hd__inv_1 (173), sky130_fd_sc_hd__clkdlybuf4s50_1 (149), sky130_fd_sc_hd__xnor2_1 (102). Area taken by flip-flops and latches: 1010 um^2. The most used flip-flop cell after synthesis is sky130_fd_sc_hd__dfrtp_1. The relative contribution of the clock network to total power came out at 0.076. The flow reported a cell area power density of 268 nW/um^2. Looking at area per cell type in the netlist, the leader is sky130_fd_sc_hd__ha_1. With the switching power total at 0.00189 W, the cell leakage power is 7.75 nW. The final routed DRC violation total came out at 0. The run gives 52400 um for the first-pass GRT wire length. The logs give 70 for the number of standard-cell rows in the floorplan and 41 for the maximum number of pins on one net before global-route repair. The run gives 0.233 as the met1 usage in global routing.

The number of CTS-inserted buffers came out at 5. The run gives 2 as the total number of H-tree levels. The average routed wire per standard cell was 14.2 um; the fraction of registers with async set/reset was 1.00. With the tally of nets with antenna violations remaining after routing at 0, the number of buffers between clock root and the deepest sink is 2. The tools report the combinational cell area excluding buffers and inverters as 10100 um^2. With the fmax at 0.170 GHz, the max capacitance violation total is 0. After global routing the overflow that remains totals 0. The number of global-route vias before repair came out at 11003. The iteration-0 DRC count of the detailed router was 449; the number of standard cells in the layout, taps in and fillers out was 2315. The tools report the utilization of the core after routing as 0.429.

The tools report the met3 track demand over resource in global routing as 0.0116. The number of distinct standard cells referenced by the synthesized netlist was 67; the max-slew violation count was 0. STA classifies the critical path startpoint as an input port.

The clock slew seen by the registers of the worst setup and hold paths is 0.06 ns. TritonCTS built the clock tree. With the register area share after synthesis at 0.0889, the minimum clock period after layout is 5.89 ns. The tools report the final worst-path setup slack as 0.207 ns. The CTS log lists the clock sinks for this run as 40. With the share of final-layout standard cells stronger than drive strength 1 at 0.191, the count of buffers inserted at the top-level ports is 167.

The HPWL reported at the end of detailed placement was 28300 um; the routed wire length was 33000 um. The die is 196 um tall. Per the power-grid run, VDD falls by no more than 0.208 mV.

Once placement finished, the instance area stood at 15000 um^2. The synthesis-to-layout area growth came out at 40.0%. Note that the worst hold path type here is flip-flop to flip-flop. The number of detailed-routing iterations run before antenna repair was 6; the area of all placed cells without fillers was 15800 um^2. The number of antenna violations at the first check in global routing came out at 4. The type of destination of the critical path is a flip-flop. For the placeable core region, the log shows 36900 um^2. The run gives 0.302 for the met2 demand-to-capacity share in global routing. With the via count normalized by instance count at 4.83, the I/O pin total is 168.

STA puts the critical path data required time at 6.30 ns. In the synthesized netlist, the number of instances is 1433. Across all hold checks on the routed design, the worst slack comes to 0.418 ns. The category of the most critical setup path is input port to flip-flop. With the horizontal die dimension at 196 um, the placer's final routability congestion estimate is 0.931. The run gives 0.109 for the portion of total power attributed to sequential cells. The root buffer cell was sky130_fd_sc_hd__clkbuf_16. The busiest layer in global routing is met2. The end-of-flow timing check tallies setup violations at 0. With the relative slew slack at 0.511, the pre-placement core utilization is 0.307. After detailed placement, the design holds a cell count of 2292.

The clock latency on the worst-skew pair came out at 0.30 ns. Per the detail_route report, the via count comes to 11175. The synth_stat.txt file lists the number of cells as 1433. Combinational cell fraction of total power: 0.815. The critical path data arrival time is 6.10 ns. Across all stage logs, warnings added up to 26. For the total track usage, the log shows 0.172. Sorting the synthesized cells by area gives the leading types as sky130_fd_sc_hd__ha_1 (31%), sky130_fd_sc_hd__xnor2_1 (8.3%), sky130_fd_sc_hd__dfrtp_1 (8.0%). Along the worst path, the maximum fanout reaches 4. For the pin with the worst max-slew slack, the measured transition is 0.715 ns. Hold-check failures listed in the final report amount to 0. The leading cell type in the layout, fill and taps excluded is sky130_fd_sc_hd__ha_1. The area share of the leading cell type in the synthesized netlist is 0.312.

For the total of warnings raised by yosys, the log shows 1. The cell area that synthesis handed to floorplanning was 11300 um^2. Cell internal power was estimated by the tool at 0.00235 W. Per-instance average area after synthesis: 7.89 um^2. The chip occupies 38500 um^2. The post-synth count of flops with an enable pin is 0.

The switching share of power is 0.446, and the chip area from the yosys synthesis statistics is 11300 um^2. The total of flip-flops plus latches after synthesis is 40.
layout make-up:
cell class | instances | share of cell area
antenna | 4 | 0.000632
clock buffer | 5 | 0.00790
clock inverter | 3 | 0.00300
inverter | 176 | 0.0417
multi-input combinational | 1206 | 0.637
sequential | 40 | 0.0635
tap | 504 | 0.0398
timing repair buffer | 377 | 0.207
power groups by stage:
stage,registers (W),clock network (W),logic [W]
5_1_grt,0.000473,0.000338,0.00389
4_1_cts,0.000461,0.000331,0.00338
6_report,0.000462,0.000323,0.00346
per-stage QoR:
step | setup TNS, ns | total power, W
2_1_floorplan | 0 | 0.00253
3_3_place_gp | -1.07 | 0.00369
3_5_place_dp | -1.26 | 0.00374
4_1_cts | -0.0358 | 0.00417
5_1_grt | -0.0238 | 0.00471
6_report | 0 | 0.00424
logic make-up (layout without fill, tap and decap cells):
group,count (synthesis),in the layout,share of synthesized area
XOR/XNOR,181,181,0.143
buffers and inverters,187,561,0.0646
AND-OR/OR-AND,300,300,0.177
multiplexers,1,1,0.000996
adder cells (fa/ha/maj),292,292,0.326
other,0,4,0
flip-flops,40,40,0.0889
AND/OR/NAND/NOR,432,432,0.198
state kept, by name, summed over array words and instances (netlist names):
name and count:
V_cnt 16, H_cnt 16, Pout_de_dn 1, O_hs 1
O_rden 1, Pout_hs_dn 1, O_de 1, Pout_vs_dn 1
Rden_dn 1, O_vs 1
worst max-delay path, cell delays in order:
cell	delay, ns
sky130_fd_sc_hd__clkdlybuf4s50_1	0.50
sky130_fd_sc_hd__ha_4	0.22
sky130_fd_sc_hd__buf_4	0.14
sky130_fd_sc_hd__nand2_1	0.07
sky130_fd_sc_hd__nor2_1	0.06
sky130_fd_sc_hd__a21o_2	0.22
sky130_fd_sc_hd__or3_1	0.32
sky130_fd_sc_hd__and2_4	0.19
sky130_fd_sc_hd__buf_4	0.13
sky130_fd_sc_hd__xnor2_1	0.12
sky130_fd_sc_hd__ha_1	0.30
sky130_fd_sc_hd__and3_1	0.18
sky130_fd_sc_hd__a21oi_2	0.11
sky130_fd_sc_hd__o21ai_2	0.08
sky130_fd_sc_hd__o41a_1	0.40
sky130_fd_sc_hd__a21o_1	0.18
sky130_fd_sc_hd__a21oi_2	0.14
sky130_fd_sc_hd__xnor2_1	0.08
sky130_fd_sc_hd__ha_1	0.31
sky130_fd_sc_hd__nand4_1	0.07
sky130_fd_sc_hd__or2_2	0.31
sky130_fd_sc_hd__or3_1	0.39
sky130_fd_sc_hd__o21ai_2	0.08
sky130_fd_sc_hd__nor4bb_4	0.29
Yosys cell counts, drive strengths merged, types with 3 or more instances:
| master | instances |
|---|---|
| and3 | 25 |
| a21oi | 84 |
| nor3 | 41 |
| nand3 | 37 |
| buf | 6 |
| a211oi | 7 |
| a211o | 6 |
| nand2 | 67 |
| a21o | 50 |
| o211ai | 9 |
| o22ai | 3 |
| nor2b | 19 |
| nor4b | 4 |
| clkbuf | 5 |
| o41ai | 6 |
| nand3b | 8 |
| inv | 176 |
| and2 | 7 |
| nor2 | 98 |
| or4 | 9 |
| dfstp | 4 |
| maj3 | 4 |
| o21ai | 54 |
| xnor2 | 108 |
| a31oi | 18 |
| ha | 282 |
| a2111oi | 5 |
| o21a | 31 |
| or3 | 13 |
| nor4 | 9 |
| dfrtp | 36 |
| nand2b | 33 |
| xor2 | 71 |
| fa | 6 |
| nand4 | 33 |
| or2 | 25 |
| o21bai | 7 |
| o2111ai | 5 |
layer usage:
metal	vias to the layer above	wire length (um)
met1	5103	15700
met5	-	0
met2	213	15600
met3	22	1100
met4	0	567
li1	5837	-
worst paths after layout:
check / start / end / slack (ns) / depth (start not counted)
worst max-delay path: I_v_bporch[3] / Pout_de_dn$_DFF_PN0_ / 0.21 / 24
worst min-delay path: Pout_de_dn$_DFF_PN0_ / O_de$_DFF_PN0_ / 0.42 / 0
worst max register to register: H_cnt[9]$_DFF_PN0_ / V_cnt[2]$_DFFE_PN0P_ / 3.18 / 11
worst min register to register: Pout_de_dn$_DFF_PN0_ / O_de$_DFF_PN0_ / 0.42 / 0
max in group asynchronous: I_rst_n / V_cnt[11]$_DFFE_PN0P_ / 4.69 / 2
min in group asynchronous: I_rst_n / O_de$_DFF_PN0_ / 0.99 / 2
timing repair:
action | 4_1_cts | 5_1_grt
setup buffers | 6 | 5
gates cloned | 0 | 0
setup endpoints to repair | 2 | 2
hold endpoints to repair | 0 | 0
pin swaps | 25 | 38
resized | 43 | 73
hold buffers | 0 | 0
Power figures rest on the tool's default switching activity, not on a simulated workload.
